--- design/flow/constraint.sdc ---
current_design CPU

set clk_period 162.7
set clk_io_pct 0.2

create_clock -name clk0 -period $clk_period [get_ports {clk}]

set non_clock_inputs [all_inputs -no_clocks]
set_input_delay [expr $clk_period * $clk_io_pct] -clock clk0 $non_clock_inputs
set_output_delay [expr $clk_period * $clk_io_pct] -clock clk0 [all_outputs]
--- design/flow/config.mk ---
export PLATFORM = sky130hd
export DESIGN_NAME = CPU
export DESIGN_NICKNAME = CPU
export VERILOG_FILES = /design/flow/design.v
export SDC_FILE = /design/flow/constraint.sdc
export NUM_CORES = 4
export LEC_CHECK = 1
export CORE_UTILIZATION = 40
--- design/flow/design.v ---
module ALU(
	input [31:0] i1,	 
	input [31:0] i2,	 
	input [4:0] opcode, 
	output reg [31:0] out, 
	output zero				 
);
	assign zero = out[0];
	always@(*) begin
		case(opcode)
			0:out<=i1+i2;	 
			1:out<=i1-i2;	 
			2:out<=i1<<i2;	 
			3:out<=$signed(i1)<$signed(i2);  
			4:out<=i1<i2;	 
			5:out<=i1^i2;	 
			6:out<=i1>>i2;	 
			7:out<=$signed(i1)>>i2; 
			8:out<=i1&i2;	 
			9:out<=i1|i2;	 
			10:out<=i1>=i2; 
			11:out<=$signed(i1)>=$signed(i2); 
			12:out<=i1==i2;	 
			13:out<=i1!=i2;	 
			default:out<=32'b0;
		endcase
	end
endmodule
module ALU_Control(
		input [31:0] imm,  
		output reg [31:0] i1,	 
		output reg [31:0] i2,	 
		output reg [4:0] opcode, 
		input [31:0] rv1,			 
		input [31:0] rv2,			 
		input [31:0] pc,			 
		input [31:0] instr		 
); 
	always@(*)
		case(instr[6:0])
		7'b0110111: begin	
			i1 <= imm;
			i2 <= 0;
			opcode<=0;
		end
		7'b0010111: begin
			i1 <= imm;
			i2 <= pc;
			opcode<=0;
		end
		7'b1101111: begin
			i1 <= pc;
			i2 <= imm;
			opcode<=0;
		end
		7'b1100111: begin
			i1 <= rv1;
			i2 <= imm;
			opcode<=0;
		end
		7'b1100011: begin
			i1 <= rv1;
			i2 <= rv2;
			case(instr[14:12]) 
				3'b000:opcode<=12;
				3'b001:opcode<=13;
				3'b100:opcode<=3;
				3'b101:opcode<=11;
				3'b110:opcode<=4;
				3'b111:opcode<=10;
				default:opcode<=15;
			endcase
		end
		7'b0000011,7'b0100011: begin
			i1 <= imm;
			i2 <= rv1;
			opcode<=0;
		end
		7'b0010011:begin
			i1 <= rv1;
			i2 <= imm;
			case({instr[30],instr[14:12]}) 
				4'b0000:opcode<=0;
				4'b0010:opcode<=3;
				4'b0011:opcode<=4;
				4'b0100:opcode<=5;
				4'b0110:opcode<=9;
				4'b0111:opcode<=8;
				4'b0001:opcode<=2;
				4'b0101:opcode<=6;
				4'b1101:opcode<=7;
				default:opcode<=15;
			endcase
		end
		7'b0110011:begin
			i1 <= rv1;
			i2 <= rv2;
			case({instr[30],instr[14:12]})
				4'b0000:opcode<=0;
				4'b1000:opcode<=1;
				4'b0001:opcode<=2;
				4'b0010:opcode<=3;
				4'b0011:opcode<=4;
				4'b0100:opcode<=5;
				4'b0101:opcode<=6;
				4'b1101:opcode<=7;
				4'b0110:opcode<=9;
				4'b0111:opcode<=8;
				default:opcode<=15;
			endcase
		end
		default:begin
			i1<=rv1;
			i2<=rv2;
			opcode<=15;
			end
		endcase
endmodule
module CPU(
	input clk,
	input reset,
	input [31:0] idata,
	output [31:0] drdata,
	output [31:0] daddr,
	output reg [31:0] pc,
	output [31:0] dwdata,
	output [31:0] x31,
	output reg [31:0] pc_next,	
	output branch,
	output alu_zero,
	output jump,
	output [3:0] mem_we,
	output [31:0] imm,
	output reg_we,
	output [31:0] i1,
	output [31:0] i2,
	output [31:0] x1,
	output [31:0] x2,
	output [31:0] x0,
	output [31:0] x3,
	output [31:0] x4,
	output [31:0] x5,
	output [4:0] opcode,
	output [31:0] alu_out,
	output [31:0] dmem_out,
	output [31:0] rv1,
	output [31:0] rv2,
	output reg [31:0] reg_indata,
	output [4:0] rs1,
	output [4:0] rs2,
	output [4:0] rd,
	output reg_sel
); 
	wire signed[31:0] pc_4 = pc+4;
	wire signed[31:0] pc_imm = pc+imm;
	assign daddr = alu_out;
	always @(posedge reset or posedge clk)
		if (reset)
			pc <= 32'h00000000;
		else
			pc <= pc_next;
	Control control(.jump(jump),.branch(branch),.mem_we(mem_we),.reg_we(reg_we),.instr(idata),.imm(imm),.reg_sel(reg_sel),.rs1(rs1),.rs2(rs2),.rd(rd));
	Registers registers(.rv1(rv1),.rv2(rv2),.rs1(rs1),.rs2(rs2),.rd(rd),.reset(reset),.clk(clk),.x1(x1),.x0(x0),.x2(x2),.x3(x3),.x4(x4),.x5(x5),.we(reg_we),.indata(reg_indata),.x31(x31));
	ALU_Control alu_control(.imm(imm),.i1(i1),.i2(i2),.opcode(opcode),.rv1(rv1),.rv2(rv2),.instr(idata),.pc(pc));
	ALU alu(.i1(i1),.i2(i2),.opcode(opcode),.out(alu_out),.zero(alu_zero));
	DMEM_Parser dmem_parser(.instr(idata),.indata(drdata),.outdata(dmem_out));
	Reg_Parser reg_parser(.instr(idata),.indata(rv2),.outdata(dwdata));
	always@(*) begin
		if(jump) begin
			reg_indata<=pc_4;
			pc_next <= {alu_out[31:2],2'b0};
		end
		else begin
			case(reg_sel)
				1'b0: reg_indata <= dmem_out;
				1'b1: reg_indata <= alu_out;
			endcase
			case(branch&alu_zero)
				1'b1: pc_next <= {pc_imm[31:2],2'b0};
				default: pc_next <= pc_4;
			endcase
		end
	end
endmodule
module Control(
	output reg jump,			 
	output reg branch,		 
	output reg [3:0] mem_we, 
	output reg reg_we,		 
	output reg [31:0] imm,	 
	output reg reg_sel,		 
	output reg [4:0] rs1,	 
	output reg [4:0] rs2,	 
	output reg [4:0] rd,		 
	input [31:0] instr		 
);
	always @(*) begin
		case(instr[6:0])
			7'b0110111,7'b0010111:begin
				branch<=0;
				jump<=0;
				rd<=instr[11:7];
				imm<={instr[31:12],12'b0};
				mem_we<=4'b0000;
				reg_sel<=1;
				reg_we<=1;
				rs1<=5'b0;
				rs2<=5'b0;
			end
			7'b1101111:begin
				branch<=0;
				jump<=1;
				rd<=instr[11:7];
				imm<={{12{instr[31]}},instr[31],instr[19:12],instr[20],instr[30:21],1'b0};
				mem_we<=4'b0000;
				reg_sel<=1;
				reg_we<=1;
				rs1<=5'b0;
				rs2<=5'b0;
			end
			7'b1100111:begin
				branch<=0;
				jump<=1;
				rd<=instr[11:7];
				imm<={{20{instr[31]}},instr[31:20]};
				mem_we<=4'b0000;
				reg_sel<=1;
				reg_we<=1;
				rs1<=instr[19:15];
				rs2<=5'b0;
			end
			7'b1100011:begin
				branch<=1;
				jump<=0;
				rd<=5'b0;
				imm<={{20{instr[31]}},instr[31],instr[7],instr[30:25],instr[11:8],1'b0};
				mem_we<=4'b0000;
				reg_sel<=1;
				reg_we<=0;
				rs1<=instr[19:15];
				rs2<=instr[24:20];
			end
			7'b0000011:begin
				branch<=0;
				jump<=0;
				rd<=instr[11:7];
				imm<={{20{instr[31]}},instr[31:20]};
				mem_we<=4'b0000;
				reg_sel<=0;
				reg_we<=1;
				rs1<=instr[19:15];
				rs2<=5'b0;
			end
			7'b0100011:begin
				branch<=0;
				jump<=0;
				rd<=5'b0;
				imm<={{20{instr[31]}},instr[31:25],instr[11:7]};
				reg_sel<=1;
				reg_we<=0;
				rs1<=instr[19:15];
				rs2<=instr[24:20];
				case({instr[14:12],instr[8:7]})
					5'b00000: begin
						mem_we <= 4'b0001;
					end
					5'b00001: begin
						mem_we <= 4'b0010;
					end
					5'b00010: begin
						mem_we <= 4'b0100;
					end
					5'b00011: begin
						mem_we <= 4'b1000;
					end
					5'b00100: begin
						mem_we <= 4'b0011;
					end
					5'b00110: begin
						mem_we <= 4'b1100;
					end
					5'b01000,5'b01001,5'b01010,5'b01011: begin
						mem_we <= 4'b1111;
					end
					default:	begin
						mem_we <= 4'b0000;
					end
				endcase
			end
			7'b0010011:begin
				branch<=0;
				jump<=0;
				rd<=instr[11:7];
				mem_we<=4'b0000;
				reg_sel<=1;
				reg_we<=1;
				rs1<=instr[19:15];
				rs2<=5'b0;
				case(instr[14:12])
					3'b000,3'b010,3'b011,3'b100,3'b110,3'b111: 
						imm<={{20{instr[31]}},instr[31:20]};
					3'b001,3'b101:imm<={27'b0,instr[24:20]};
					default:imm<=32'b0;
				endcase
			end
			7'b0110011:begin
				branch<=0;
				jump<=0;
				rd<=instr[11:7];
				imm<=32'b0;
				mem_we<=4'b0000;
				reg_sel<=1;
				reg_we<=1;
				rs1<=instr[19:15];
				rs2<=instr[24:20];
			end
			default: begin
				branch<=0;
				jump<=0;
				rd<=5'b0;
				imm<=32'b0;
				mem_we<=4'b0000;
				reg_sel<=0;
				reg_we<=0;
				rs1<=5'b0;
				rs2<=5'b0;
			end
		endcase
	end
endmodule
module DMEM_Parser(
	input [31:0] instr,
	input [31:0] indata,
	output reg [31:0] outdata
);
	always@(*) begin
		case({instr[14:12],instr[21:20]})
			5'b00000: outdata<={{24{indata[7]}},indata[7:0]};
			5'b00001: outdata<={{24{indata[15]}},indata[15:8]};
			5'b00010: outdata<={{24{indata[23]}},indata[23:16]};
			5'b00011: outdata<={{24{indata[31]}},indata[31:24]};
			5'b00100: outdata<={{16{indata[31]}},indata[15:0]};
			5'b00110: outdata<={{16{indata[15]}},indata[31:16]};
			5'b01000,5'b01001,5'b01010,5'b01011: outdata<=indata;
			5'b10000: outdata<={24'b0,indata[7:0]};
			5'b10001: outdata<={24'b0,indata[15:8]};
			5'b10010: outdata<={24'b0,indata[23:16]};
			5'b10011: outdata<={24'b0,indata[31:24]};
			5'b10100: outdata<={24'b0,indata[31:16]};
			5'b10110: outdata<={24'b0,indata[15:0]};
			default:outdata<=32'b0;
		endcase
	end
endmodule
module Reg_Parser(
	input [31:0] instr,
	input [31:0] indata,
	output reg [31:0] outdata
);
	always@(*) begin
		case({instr[14:12],instr[8:7]})
			5'b00000: outdata <= {24'b0,indata[7:0]};
			5'b00001: outdata <= {16'b0,indata[7:0],8'b0};
			5'b00010: outdata <= {8'b0,indata[7:0],16'b0};
			5'b00011: outdata <= {indata[7:0],24'b0};
			5'b00100: outdata <= {16'b0,indata[7:0],indata[15:8]};
			5'b00110: outdata <= {indata[7:0],indata[15:8],16'b0};
			5'b01000,5'b01001,5'b01010,5'b01011: outdata <= {indata[7:0],indata[15:8],indata[23:16],indata[31:24]};
			default:outdata<=32'b0;
		endcase
	end
endmodule
module Registers(
	input [4:0] rs1,   
	input [4:0] rs2,	 
	input [4:0] rd,	 
	input we,			 
	input clk,			 
	input [31:0] indata, 
	output [31:0] rv1,  
	output [31:0] rv2,  
	input reset,		 
	output [31:0] x31,
	output [31:0] x0,
	output [31:0] x1,
	output [31:0] x2,
	output [31:0] x3,
	output [31:0] x4,
	output [31:0] x5
);
	reg [31:0] regfile [0:31];
	integer i;
	assign rv1 = regfile[rs1];
	assign rv2 = regfile[rs2];
	assign x31 = regfile[31];
	assign x0 = regfile[0];
	assign x1 = regfile[1];
	assign x2 = regfile[2];
	assign x3 = regfile[3];
	assign x4 = regfile[4];
	assign x5 = regfile[5];
	always@(posedge(clk))
		begin
			if(reset==1) begin
				for(i=0;i<32;i=i+1) begin
					regfile[i]=31'b0;
				end
			end
			else begin
				if(we==1) begin
					regfile[rd] = indata;
				end
			end
		end
endmodule
--- design/flow/run.sh ---
#!/bin/bash
# OpenROAD 26Q1-2900-gdf79404cd8, Yosys 0.63+post, stock flow scripts
make -C /OpenROAD-flow-scripts/flow DESIGN_CONFIG=/design/flow/config.mk WORK_HOME=/design/flow/orfs finish
==> results.txt <==
Physical design

The flow ran to the end, and the final reports show no timing, DRC or antenna violations. Setup repair after global routing left no endpoint under its margin. The full die area stands at 182400 um^2.

The number of antenna violations at the first check in global routing is 56. Counting I/O delays and the setup requirement, the final critical path takes 77.60 ns. The layout report lists the combined flip-flop and latch area as 31550 um^2.

The transition time at the pin with the least slew margin stands at 1.369 ns. In this run the maximum-capacitance check reported violations numbering 0. By area the synthesized netlist is led by sky130_fd_sc_hd__edfxtp_1, sky130_fd_sc_hd__nor2_1, sky130_fd_sc_hd__mux2i_1. The synthesized netlist has a Yosys-reported chip area of 72260 um^2. The highest attainable clock frequency stands at 12.89 MHz. The final global-route overflow total stands at 0. Of the cells placed in the final design, the portion with a size suffix greater than 1 is 13.04%. The number of buffers between clock root and the deepest sink stands at 3. The number of instances resized during post-cts repair stands at 0. The initial utilization of the core area, before any placement, comes to 40.37%. Yosys printed 39 warnings. In the final layout, the fill cell count is 16330. On the final layout, the worst hold slack is 0.8322 ns. TritonCTS built the clock tree. Detailed placement ended at an HPWL of 373900 um. The largest individual stage delay along the critical path comes from the cell sky130_fd_sc_hd__a2111oi_0.

The number of pins exceeding their max-slew limit in the final report stands at 0. The power per standard cell area stands at roughly 9.3 nW/um^2. The worst setup path is of the input port to output port kind. In the CTS report, the clock slew at the register clock pins of the worst setup and hold paths is listed as 0.06 ns.

The share of the clock period used by the worst path stands at a little under half. The number of failing hold endpoints at the final stage stands at 0. Data arrives at the worst endpoint at 45.06 ns.

STA classifies the critical path endpoint as an output port. The summed instance area of the synthesized netlist stands at slightly above 70000 um^2. Entering global routing, the biggest net connects 75 pins.

The first-pass GRT wire length stands at 682600 um. Per the detail_route report, vias per standard cell equal between 7 and 8. The number of global-route vias before repair came to 73340.

Detailed placement reports a standard cell area of 82160 um^2. The largest total area in the synthesized netlist belongs to sky130_fd_sc_hd__edfxtp_1. The timing report shows the most common cell along the critical path to be sky130_fd_sc_hd__buf_4. The script extracted a total leakage power of 31.53 nW. The post-cts hold-fix buffer tally stands at 0. The setup skew after layout stands at ~0.070 ns. The residual antenna-violating net count after detailed routing stands at 0.

The all-layer global routing usage stands at 59.76%. Among all stages on the critical path, the maximum delay recorded is 1.07 ns. The I/O pin count stands at 703. The post-route worst setup slack stands at roughly 85 ns. The tool warning count stands at 93. Clock tree synthesis inserted a total of roughly 120 buffers. The final layout contains routed wiring with a total length of 524900 um. For the final routed database, the setup TNS stands at 0 ns. The chip height stands at approximately 430 um.

The peak supply drop stands at between 0.01 and 0.015 mV. The synth_stat.txt file lists the number of cells as 7694. The total buffers and inverters traversed by the critical path stands at 11. In the log, the iteration count for the first detailed-route pass is 15. The count of cell types in the netlist stands at 111. In the synthesized netlist the dominant register cell turns out to be sky130_fd_sc_hd__edfxtp_1. The floorplan step set the die width to between 400 and 500 um. The clock insertion delay at the later pin of the skew report stands at 0.85 ns. The area of the core region stands at 179000 um^2.

Across all layers, the routed design uses 77070 vias. In the Yosys report, the sequential cells make up 43.66% of the chip area. The path class of the tightest hold or removal check is flip-flop to flip-flop. The clock sink count stands at ~1100. The area growth from synthesis to layout is 19.62%. The number of setup buffers added after CTS stands at 0.

The root buffer cell chosen for the clock tree is sky130_fd_sc_hd__clkbuf_16. The synthesis report gives the async set-or-reset register share as 3.030%. The OpenROAD report gives the critical path a required time of 130.16 ns. The post-synthesis cell count stands at 7694. The row count stands at 155. The number of endpoints failing setup at the final stage stands at 0. For this block, the initial DRC count from the detailed router was 10500. The clock tree synthesis step divided the H-tree into 3 levels. After routing the design area is 86440 um^2. The count of cells in the finished layout, fillers not included, comes to 10720. The worst setup path is launched from an input port. The number of port buffers stands at 637. The share of the synthesized area in the top cell type stands at 42.55%. The remaining max-slew budget at the tightest pin stands at under 10%. The post-synthesis sequential element count stands at 1056. In this run, synthesis inferred 1024 flip-flops with an integrated enable. The area of the multi-input gates stands at between 30000 and 40000 um^2. After detailed placement, the design holds a cell count of 10430. The setup slack after placement stands at 86.03 ns. Among cell families on the critical path, the largest total delay comes from buffers and inverters. The DRC violation total left in the routed layout is recorded as 0.

The mean post-synth cell area stands at between 9 and 10 um^2. The peak fanout along the critical path stands at 33. The weighted congestion reported at the end of routability-driven placement stands at 1.158. In the final routed layout, each cell accounts on average for 48.97 um.
layout by cell type (no fill, tap or decap), types with 59 or more instances in the layout:
master / n
sky130_fd_sc_hd__ha_1: 131
sky130_fd_sc_hd__a221oi_1: 62
sky130_fd_sc_hd__clkbuf_16: 121
sky130_fd_sc_hd__mux2i_1: 511
sky130_fd_sc_hd__diode_2: 63
sky130_fd_sc_hd__buf_4: 492
sky130_fd_sc_hd__o21ai_0: 239
sky130_fd_sc_hd__inv_1: 244
sky130_fd_sc_hd__a22oi_1: 65
sky130_fd_sc_hd__nand2b_1: 60
sky130_fd_sc_hd__a31oi_1: 99
sky130_fd_sc_hd__mux4_2: 59
sky130_fd_sc_hd__o211ai_1: 86
sky130_fd_sc_hd__mux2_2: 117
sky130_fd_sc_hd__nand3_1: 169
sky130_fd_sc_hd__clkdlybuf4s50_1: 628
sky130_fd_sc_hd__edfxtp_1: 1024
sky130_fd_sc_hd__o221ai_1: 97
sky130_fd_sc_hd__a21oi_1: 357
sky130_fd_sc_hd__nand2_1: 582
sky130_fd_sc_hd__nor2_1: 1422
sky130_fd_sc_hd__o22ai_1: 120
sky130_fd_sc_hd__nor3_1: 113
sky130_fd_sc_hd__a211oi_1: 138
sky130_fd_sc_hd__conb_1: 65
power by group:
group          total [mW]  switching [mW]  internal [mW]
Clock               0.290           0.128          0.161
Sequential          0.326          0.0170          0.309
Combinational       0.188           0.124         0.0637
flip-flops by register name, summed over array words and instances (netlist names):
| register | cells |
|---|---|
| registers.regfile | 1024 |
| pc | 32 |
area by class of cell:
| type | count | share of cell area [%] |
|---|---|---|
| antenna | 63 | 0.1824 |
| clock buffer | 138 | 3.577 |
| clock inverter | 91 | 1.194 |
| inverter | 261 | 1.144 |
| multi-input combinational | 5616 | 42.14 |
| sequential | 1056 | 36.50 |
| tap | 2355 | 3.409 |
| timing repair buffer | 1138 | 11.85 |
final timing paths:
| kind | startpoint | end | slack, ns | depth (start not counted) |
|---|---|---|---|---|
| max | idata[3] | reg_indata[29] | 85.10 | 29 |
| min in group asynchronous | reset | pc[5]$_DFF_PP0_ | 33.45 | 4 |
| min reg2reg | pc[0]$_DFF_PP0_ | pc[0]$_DFF_PP0_ | 0.83 | 2 |
| max in group asynchronous | reset | pc[12]$_DFF_PP0_ | 128.83 | 4 |
| min | pc[0]$_DFF_PP0_ | pc[0]$_DFF_PP0_ | 0.83 | 2 |
| max reg2reg | registers.regfile[1][9]$_SDFFCE_PN0P_ | registers.regfile[31][31]$_SDFFCE_PN0P_ | 152.88 | 25 |
worst min-delay path, delay by kind of cell (launching register included):
kind	cells	cell delay [ns]
buffers and inverters	1	0.24
flip-flops	1	0.36
AND/OR/NAND/NOR	1	0.19
cell usage after synthesis (all sizes together), types with 61 or more instances:
master,n
nand3,177
o21ai,250
a211oi,140
mux2i,511
clkbuf,341
edfxtp,1024
nand2b,61
ha,131
inv,258
o22ai,120
a22oi,74
o221ai,97
nor3,123
a21oi,366
a221oi,68
mux2,117
buf,484
nor2,1435
a31oi,101
nand2,611
o211ai,90
metal layers:
metal,vias to the layer above,routed length (um),GRT usage (%),share of wire [%]
met4,141,61950,51.10,12
met3,2661,93750,43.16,18
met5,-,6065,28.84,1.2
met2,8022,205500,76.74,39
li1,29550,-,-,-
met1,36690,157600,62.31,30
cell families (layout without fill, tap and decap cells):
group	after synthesis	count (layout)	synth area share, %
mux	687	687	10.74
other cells	1	128	0.005189
buf+inv	1086	1628	7.011
xor+xnor	61	61	0.7393
simple gates	2759	2759	16.55
flops	1056	1056	43.66
fa+ha+maj	133	133	2.324
compound gates	1911	1911	18.96
through the flow:
step                      total power [mW]  util, %
after floorplan                     0.4041        -
after global placement              0.5077    45.88
after CTS                           0.7900    48.20
after detailed placement            0.5066    45.90
final                               0.8040    48.29
after global routing                0.8127    48.25
Power figures rest on the tool's default switching activity, not on a simulated workload.
