$ cat run.sh
#!/bin/bash
# OpenROAD 26Q1-2900-gdf79404cd8, Yosys 0.63+post, stock flow scripts
make -C /OpenROAD-flow-scripts/flow DESIGN_CONFIG=/design/flow/config.mk WORK_HOME=/design/flow/orfs finish
$ cat config.mk
export PLATFORM = sky130hd
export DESIGN_NAME = pipeline_ex
export DESIGN_NICKNAME = pipeline_ex
export VERILOG_FILES = /design/flow/design.v
export SDC_FILE = /design/flow/constraint.sdc
export NUM_CORES = 4
export LEC_CHECK = 1
export CORE_UTILIZATION = 30
$ cat constraint.sdc
current_design pipeline_ex

set clk_period 23.8
set clk_io_pct 0.2

create_clock -name clk0 -period $clk_period [get_ports {clk_i}]

set non_clock_inputs [all_inputs -no_clocks]
set_input_delay [expr $clk_period * $clk_io_pct] -clock clk0 $non_clock_inputs
set_output_delay [expr $clk_period * $clk_io_pct] -clock clk0 [all_outputs]
$ cat design.v
`timescale 1ns / 1ps
module alu_32_bit (
	input  wire [31:0]   in1,
	input  wire [31:0]   in2, 
	input  wire [3:0] op, 
	output wire [31:0]   out
);
	reg [31:0] out_w;
	always @(*) 
	begin
     	case(op)
		4'b0000: out_w = in1 + in2;
		4'b0001: out_w = in1<<in2[3:0];
		4'b0010: out_w = $signed(in1) < $signed(in2);		
		4'b0011: out_w = in1 < in2;
		4'b0100: out_w = in1 ^ in2;
		4'b0101: out_w = in1 >> in2[3:0];
		4'b0110: out_w = in1 | in2;
		4'b0111: out_w = in1 & in2;
		4'b1000: out_w = in1 - in2;
		4'b1101: out_w = $signed(in1) >>> in2[3:0];
		4'b1001: out_w = in1 == in2;  
		4'b1010: out_w = in1 != in2;  
		4'b1011: out_w = $signed(in1) < $signed(in2);  
		4'b1100: out_w = $signed(in1) >= $signed(in2);  
		4'b1110: out_w = in1 < in2;  
		4'b1111: out_w = in1 >= in2;  
		default: out_w = 32'bx;
		endcase
	end
	assign out = out_w;
endmodule
`timescale 1ns / 1ps
module pipeline_ex(
	 input clk_i,
	 input reset_i,
    input [4:0] rs1_i, 
    input [4:0] rs2_i, 
	 input [4:0] rd_i,
    input [3:0] alu_op_i,
	 input [31:0] imm_i,
    input [31:0] pc_i,
	 input [5:0] main_opcode_i,
	 input stall_load_i,
	 input [3:0] reg_forwarding_type_i,
    input [4:0] rd_wb_i,  
	 input [31:0] indata_wb_i,
	 input we_wb_i,
	 input [31:0] reg_forwarding_mem_i,
    output [31:0] alu_out_o,
    output [31:0] wdata_o,  
	 output [4:0] rd_o,
	 output [5:0] main_opcode_o,
	 output [31:0] pc_new_o_wires,
    output if_branch_o_wires,
	 output main_stall_o_register,
	 output [31:0] x31
	 );
	reg [31:0] alu_out_o_r;
	reg [31:0] wdata_o_r;
	reg [4:0] rd_o_r;
	reg [5:0] main_opcode_o_r;
	reg main_stall_o_r;
	reg [31:0] reg_forwarding_alu_one_r;
	reg [31:0] reg_forwarding_alu_two_r;
	reg  [31:0] alu_in1;
	reg  [31:0] alu_in2_before;
	wire [31:0] alu_in2;
	wire [31:0] alu_out;
	reg  [31:0] alu_out_main;
	wire [31:0] rv1;
	wire [31:0] rv2;
	reg if_previous_branch;
	reg if_previous_two_branch;
	wire if_branch_w;
	always @(posedge clk_i)
	begin
		if(reset_i)
		begin
			if_previous_branch <= 'b0;
			if_previous_two_branch <= 'b0;
		end
		else
		begin
			if_previous_branch <= if_branch_w;
			if_previous_two_branch <= if_previous_branch;
		end
	end
	always @(posedge clk_i)
	begin
		if(reset_i)
		begin
			reg_forwarding_alu_one_r <= 'b0;
			reg_forwarding_alu_two_r <= 'b0;
		end	
		else
		begin
			reg_forwarding_alu_two_r <= reg_forwarding_alu_one_r;
			reg_forwarding_alu_one_r <= alu_out_main;
		end
	end
	always @(*)
	begin
		case(reg_forwarding_type_i)
		4'b0000:
					begin 
						alu_in1        = reg_forwarding_alu_one_r;
						alu_in2_before = rv2;
					end
		4'b0001:
					begin 
						alu_in1        = rv1;
						alu_in2_before = reg_forwarding_alu_one_r;
					end
		4'b0010:
					begin 
						alu_in1        = reg_forwarding_alu_two_r;
						alu_in2_before = rv2;
					end
		4'b0011:
					begin 
						alu_in1        = rv1;
						alu_in2_before = reg_forwarding_alu_two_r;
					end
		4'b0100:
					begin 
						alu_in1        = reg_forwarding_mem_i;
						alu_in2_before = rv2;
					end
		4'b0101:
					begin 
						alu_in1        = rv1;
						alu_in2_before = reg_forwarding_mem_i;
					end
		4'b0110:
					begin 
						alu_in1        = reg_forwarding_alu_one_r;
						alu_in2_before = reg_forwarding_alu_two_r;
					end
		4'b0111:
					begin 
						alu_in1        = reg_forwarding_alu_two_r;
						alu_in2_before = reg_forwarding_alu_one_r;
					end
		4'b1000:
					begin 
						alu_in1        = reg_forwarding_alu_one_r;
						alu_in2_before = reg_forwarding_alu_one_r;
					end
		4'b1001:
					begin 
						alu_in1        = reg_forwarding_alu_two_r;
						alu_in2_before = reg_forwarding_alu_two_r;
					end
		4'b1111:
					begin 
						alu_in1        = rv1;
						alu_in2_before = rv2;
					end
		default: 
					begin 
						alu_in1        = rv1;
						alu_in2_before = rv2;
					end
		endcase
	end
	assign alu_in2 = (main_opcode_i[5:4] == 2'b00 || main_opcode_i[5:3] == 3'b110) ? alu_in2_before : imm_i;
	assign if_branch_w = ( (main_opcode_i == 6'b111010 || main_opcode_i == 6'b111011 || (main_opcode_i[5:3] == 3'b110 && alu_out == 'b1)) && (~if_previous_branch) && (~if_previous_two_branch) && (~stall_load_i) ) ? 1'b1 : 1'b0;
	assign pc_new_o_wires = (main_opcode_i == 6'b111011) ? alu_in1 + imm_i : pc_i + imm_i;	
	assign if_branch_o_wires = if_branch_w;
	always @(*)
	begin
		if(main_opcode_i[5] == 1'b0)
		begin
			alu_out_main = alu_out;
		end
		else
		begin
			case(main_opcode_i)
			6'b111000: alu_out_main = imm_i;
			6'b111001: alu_out_main = pc_i + imm_i;
			6'b111010, 
			6'b111011: alu_out_main = pc_i + 'd4;
			default: alu_out_main = alu_out;
			endcase
		end
	end
	always @(posedge clk_i)
	begin
		if(reset_i)
		begin
			alu_out_o_r 	 <= 'b0;
			wdata_o_r		 <= 'b0;
			rd_o_r			 <= 'b0;
			main_opcode_o_r <= 'b0;
			main_stall_o_r  <= 'b0;
		end
		else
		begin
			alu_out_o_r 	 <= alu_out_main;
			wdata_o_r		 <= alu_in2_before;
			rd_o_r			 <= rd_i;
			main_opcode_o_r <= main_opcode_i;
			main_stall_o_r  <= (stall_load_i) | (if_previous_branch) | (if_previous_two_branch);
		end
	end
	assign alu_out_o  	         = alu_out_o_r;
	assign wdata_o	     	         = wdata_o_r;
	assign rd_o		               = rd_o_r;
	assign main_opcode_o          = main_opcode_o_r;
	assign main_stall_o_register  = main_stall_o_r;
alu_32_bit alu_main_inst (
    .in1(alu_in1), 
    .in2(alu_in2), 
    .op(alu_op_i), 
    .out(alu_out)
    );
rf rf_module (
    .clk(clk_i), 
    .rs1(rs1_i), 
    .rs2(rs2_i), 
    .rd(rd_wb_i), 
    .we(we_wb_i), 
    .rv1(rv1), 
    .rv2(rv2), 
    .indata(indata_wb_i),
	 .x31(x31)
    );
endmodule 
`timescale 1ns / 1ps
module rf(
    input clk,
    input [4:0] rs1,
    input [4:0] rs2,
    input [4:0] rd,
    input we,
    output [31:0] rv1,
    output [31:0] rv2,
    input [31:0] indata,
	 output [31:0] x31
    );
	 reg [31:0] register_field[31:0];
integer i;	
initial
begin
	for(i=0; i<32; i=i+1)
	begin 
		register_field[i] <= 32'h00000000;
	end
end
assign rv1 = register_field[rs1];
assign rv2 = register_field[rs2];
assign x31 = register_field['d31];
always @(posedge clk)
begin
	if(we)
	begin
		if(rd == 5'b00000)
		begin
			register_field[rd] <= 'b0;
		end
		else
		begin
			register_field[rd] <= indata;
		end
	end
	else
	begin
		register_field[rd] <= register_field[rd];
	end
end
endmodule
==> Changelog: implementation <==
## Implementation

* First drt pass iteration count at 9
* Crit path capture type: output pin
* Clk buf depth at 3
* Fp util at 0.3027
* Internal power at 3.757 mW
* Yosys warns at 3
* Outcome: completed
* DRC viols at 0
* Top cell excl fill/tap: edfxtp_1
* Pin count of the biggest net entering global routing at 91
* GRT Total Usage at 0.2539
* CTS tree: built
* YS chip area at 65150 µm²
* EDFF count, synth at 1024
* Tmin final at 19.28 ns
* Max-slew violations at 0
* WP buf/inv at 3
* Skew final at 0.06261 ns
* Count of tool warnings at 91
* Required @ worst endpoint at 19.04 ns
* Worst Tran Pin Value at 0.9885 ns
* Critical-path top delay cell: nor4_1
* Initial antenna violation count at 21
* Flop area at 32950 µm²
* Grt total ovfl at 0
* Insertion delay to the later sink of the worst-skew pair at 0.79 ns
* Clock transition at the registers of the reported paths at 0.08 ns
* Sw Ratio at 0.3096
* Aoi share at 0.1241
* RSZ-0062 raised after global routing: false
* Post-route ant nets at 0
* LEAKAGE at 25.33 nW
* First-pass GRT wire length at 373300 µm
* Seq share, synth at 0.5058
* Clk root buf: clkbuf_16
* Period Utilization, post-route at 0.8102
* Basic Gates by Area at 0.07870
* Crit path largest cell delay at 0.79 ns
* Drt via density at 5.872
* Peak VDD IR at 0.06574 mV
* GPL Wtd Cong at 1.011
* Die area at 219000 µm²
* Core ar. at 215300 µm²
* Final HPWL DP at 182300 µm
* Layout cells sized above 1 at 0.1569
* Io pins at 307
* Mux area share at 0.2138
* H-Tree Depth at 3
* Async SR Flop Fraction at 0
* Rel. slew slack at 0.3240
* Crit-path most repeated cell: nor2_1
* Die Ht at 468 µm
* Peak fanout along the critical path at 53
* Comb pwr share at 0.237
* Die width at 468 µm
* Sequential Power Share at 0.414
* CTS sink count at 1134
* Dominant comb cell: multiplexers
* Main flop type after synthesis: edfxtp_1
* # rows at 170
* Worst min path class: reg -> reg
* Critical Path AT at 14.52 ns
* Power, Total at 5.441 mW
* Clock group share of total power at 0.349
* WS Path Type: in -> out
* Final count of hold timing violations at 0
* # setup viols final at 0
* Fmax at 51.86 MHz
* Fillers at 20660
* CTS buffer count at 116
* Hold_buf cts at 0
* Area fraction in xor and xnor cells at 0.01385
* P&R area growth vs syn at 16.96%
* MaxCap Viol Count at 0
* Initial DRC count at 4747
* Most frequent cells in the layout: edfxtp_1, mux2i_1, mux4_2, clkdlybuf4s50_1, a22oi_1
* Synth Register Bits at 1134
* Post-CTS sizing at 0
* Cell Pwr Density at 71.41 nW/µm²
* Critical path startpoint category: primary input
* Post-CTS Repair Setup Buffers at 0
* Logic area at 30520 µm²
* CP top delay family: simple AND/OR/NAND/NOR gates
* Synth Area per Inst at 12.83 µm²
* Vias in the first global route at 49760
* Setup TNS at 0 ns
* Net Switching at 1.685 mW
* WL/cell at 32.29 µm
* # Cells Yosys at 5076
* Distinct lib cells at 97
* Cells after synthesis at 5076
* Routed wire length at 268000 µm
* Via count at 48730
* Synthesized area at 65150 µm²
* Adder share at 0.03196
* PortBufs at 306
-- cell usage after synthesis (68+ instances only) --
master	count	share of area
nor2b_1	68	0.0065
o21ai_0	168	0.013
ha_1	160	0.031
mux4_2	303	0.10
edfxtp_1	1024	0.47
dfxtp_1	110	0.034
and2_1	77	0.0074
clkbuf_1	204	0.012
mux2i_1	673	0.10
nor2_1	290	0.017
a22oi_1	280	0.032
a21oi_1	207	0.016
inv_1	108	0.0062
nand2_1	154	0.0089
xnor2_1	69	0.0093
nand3_1	179	0.014
buf_2	91	0.0070
-- through the flow --
step / instance area, µm² / hold slack (ns) / util / instances / setup WS, ns
after floorplan: 65150 / 0.4371 / - / 5076 / 7.743
after CTS: 76170 / 0.4884 / 0.3539 / 8288 / 4.725
after global routing: 76190 / 0.5027 / 0.3539 / 8295 / 4.255
after detailed placement: 72260 / 0.4554 / 0.3357 / 8071 / 4.746
after global placement: 72260 / 0.4534 / 0.3357 / 8071 / 4.606
final: 76200 / 0.4920 / 0.3540 / 8298 / 4.517
-- power groups by stage --
stage / sequential (mW) / combinational (mW) / clock [mW]
4_1_cts: 2.25 / 1.26 / 1.93
5_1_grt: 2.25 / 1.36 / 2.00
6_report: 2.25 / 1.29 / 1.90
-- logic make-up after synthesis --
family / count (synthesis)
AOI/OAI and AO/OA: 1168
DFF: 1134
and+or+nand+nor: 1016
muxes: 1008
buffers and inverters: 483
adders and majority gates: 164
xor gates and xnor gates: 103
-- registers in the layout, indices dropped and copies added, names as in the netlist --
signal / count
wdata_o_r: 32
reg_forwarding_alu_one_r: 32
rd_o_r: 5
rf_module.register_field: 1024
if_previous_two_branch: 1
reg_forwarding_alu_two_r: 32
main_opcode_o_r: 6
if_previous_branch: 1
main_stall_o_r: 1
-- per-layer routing --
metal  wire length, µm  vias to the layer above  GRT usage
li1                  -                    20840          -
met1             94560                    24170     0.3058
met2            119200                     3186     0.3713
met3             40960                      520     0.1562
met4             12960                       18    0.09871
met5               334                        -    0.01054
-- area by class of cell --
type / instances / area share
tap: 2838 / 0.04660
clock inverter: 73 / 0.01120
multi-input combinational: 3459 / 0.4006
clock buffer: 144 / 0.04015
inverter: 114 / 0.005649
sequential: 1134 / 0.4325
timing repair buffer: 526 / 0.06302
antenna: 10 / 0.0003284
-- final timing paths --
path | depth (start not counted) | slack [ns] | endpoint | startpoint
setup / recovery | 25 | 4.52 | if_branch_o_wires | rs2_i[0]
hold / removal | 1 | 0.49 | if_previous_two_branch$_SDFF_PP0_ | if_previous_branch$_SDFF_PP0_
setup reg to reg | 22 | 15.31 | if_previous_branch$_SDFF_PP0_ | rf_module.register_field[31][4]$_DFFE_PP_
hold reg to reg | 1 | 0.49 | if_previous_two_branch$_SDFF_PP0_ | if_previous_branch$_SDFF_PP0_
-- worst register-to-register path, delay by kind of cell (launching register included) --
| family | cells | cell delay, ns |
|---|---|---|
| mux | 3 | 1.76 |
| flops | 1 | 0.42 |
| xor+xnor | 1 | 0.27 |
| compound gates | 8 | 2.77 |
| fa+ha+maj | 1 | 0.39 |
| simple gates | 9 | 2.79 |
Power figures rest on the tool's default switching activity, not on a simulated workload.
